File: flow/run.sh
#!/bin/bash
# OpenROAD 26Q1-2900-gdf79404cd8, Yosys 0.63+post, stock flow scripts
make -C /OpenROAD-flow-scripts/flow DESIGN_CONFIG=/design/flow/config.mk WORK_HOME=/design/flow/orfs finish
File: flow/design.v
module adder(input wire [31:0]A, input wire [31:0] B, output [31:0] Result);
reg [31:0] Sum;
reg [32:0] LocalCarry;
integer i;
always@(A or B)
	begin
		LocalCarry = 33'd0;
		for(i = 0; i < 32; i = i + 1)
		begin
				Sum[i] = A[i]^B[i]^LocalCarry[i];
				LocalCarry[i+1] = (A[i]&B[i])|(LocalCarry[i]&(A[i]|B[i]));
		end
end
assign Result = Sum;
endmodule
File: flow/config.mk
export PLATFORM = sky130hd
export DESIGN_NAME = adder
export DESIGN_NICKNAME = adder
export VERILOG_FILES = /design/flow/design.v
export SDC_FILE = /design/flow/constraint.sdc
export NUM_CORES = 4
export LEC_CHECK = 1
export CORE_AREA = 10 10 113 113
export DIE_AREA = 0 0 123 123
File: flow/constraint.sdc
current_design adder

set clk_period 10.0
set clk_io_pct 0.2

create_clock -name clk0 -period $clk_period

set non_clock_inputs [all_inputs -no_clocks]
set_input_delay [expr $clk_period * $clk_io_pct] -clock clk0 $non_clock_inputs
set_output_delay [expr $clk_period * $clk_io_pct] -clock clk0 [all_outputs]
==> impl_metrics.yaml <==
# flow metrics
floorplanning:
  ios: 96
  chip_area_um2: 15100
  rows: 37
  fp.dieH_um: 123
  die-width_um: 123
  core_area_um2: 10300
  fp_util: 0.0630
setup_path:
  critPathMaxFanout: 1
  critPathRequiredTime_ns: 8.00
  cp.arrival_ns: 12.94
  critPathKind: "primary input to output pin"
  slowest_delay_ns: 0.41
  start_kind: "primary input"
  critPathCaptureType: "output pin"
  critPathSlowestCell: "fa_2"
  cp_common_cell: "fa_2"
run_status:
  status: "finished with violations"
  violations: "negative setup slack"
logic_synthesis:
  syn_area_um2: 651
  common_cells: "fa_1, inv_1, ha_1, xnor3_1"
  yosysMostFrequentCell: "fa_1"
  top_cell_area_share: 0.923
  syn_inst: 36
  synthTopCellsByArea: "fa_1, xnor3_1, inv_1, ha_1"
  synth.distinct_cells: 4
  syn_avg_cell_area_um2: 18.1
  yosys_warnings: 1
  ys_seq_frac: 0
  synth_stat.cells: 36
  yosys.stat.chipArea_um2: 651
  largest_area_cell: "fa_1"
detailed_routing:
  drcViolationCount: 0
  wl_um: 3540
  ant_nets: 0
  first_pass_iters: 2
  vias: 713
  viasPerCell: 2.66
  wl_per_cell_um: 13.2
  diodes: 0
  initialDrtViolationCount: 3
power_and_ir_drop:
  total_power_uw: 100
  p_leak_nw: 0.628
  powerDensity_nw_per_um2: 55.5
  ir_worst_vdd_mv: 0.0170
final_timing:
  setup_ws_ns: -4.94
  rsz0062_at_grt: "true"
  setup-violations-final: 16
  worst_pin_slew_ns: 0.148
  whs_ns: 4.65
  hold_violations: 0
  min_period_ns: 14.94
  slew_viol_final: 0
  maxSlewHeadroom: 0.901
  fmax_ghz: 0.0670
  fin_crit_sh: 1.49
job:
  max_cap_viol_count: 0
  warnings: 35
grt:
  gr-total-overflow: 0
  grt_pass1_vias: 942
  grt_pass1_wl_um: 5200
  grt_max_degree: 2
  grt_usage: 0.0446
  antenna_found_initial: 0
cells_and_area:
  nClkBuffers: 0
  seqCellArea_um2: 0
  area_delta_synth_final_pct: 178
  ff_count: 0
  drive_gt1_frac: 0.386
  final_area_um2: 1810
place:
  hpwlAfterDp_um: 3500
  port_buffers: 96
  post_dp_cell_area_um2: 1870
  gp_congestion: 0.842
  dpl_worst_slack_ns: -5.75
clock_network:
  postCtsSetupBuffers: 0
  cts_hold_buffers: 0
hold_path:
  hold_class: "primary input to output pin"
==> per-layer routing <==
metal | global-route usage | part of all wire | up-vias | wire [µm]
li1 | - | - | 298 | -
met1 | 0.0518 | 0.39 | 320 | 1400
met2 | 0.0693 | 0.36 | 95 | 1280
met3 | 0.0338 | 0.24 | 0 | 861
met4 | 0 | 0 | 0 | 0
met5 | 0 | 0 | - | 0
==> report_power, final <==
group          switching [mW]  internal [mW]  total [mW]  leakage [nW]
logic                  0.0299         0.0705       0.100         0.628
clock network               0              0           0             0
registers                   0              0           0             0
==> stage by stage <==
step | TNS (ns) | cells | utilization
6_report | -42.35 | 268 | 0.175
3_5_place_dp | -55.62 | 268 | 0.181
4_1_cts | -42.95 | 268 | 0.174
3_3_place_gp | -55.58 | 268 | 0.181
5_1_grt | -46.08 | 268 | 0.175
2_1_floorplan | -36.00 | 36 | -
==> kinds of logic after synthesis <==
group | count (synthesis) | synth area share
fa+ha+maj | 31 | 0.942
buf+inv | 4 | 0.0231
xor+xnor | 1 | 0.0346
==> cells in the final DEF (no fill, tap or decap) <==
cell,synthesis,routed
buf_2,0,13
clkdlybuf4s15_2,0,1
buf_6,0,5
dlygate4sd2_1,0,1
inv_2,0,1
clkdlybuf4s15_1,0,1
fa_2,0,30
xnor3_1,1,1
inv_1,4,3
ha_4,0,1
clkdlybuf4s50_1,0,75
==> final cells by class <==
| type | count | area (µm²) |
|---|---|---|
| timing repair buffer | 96 | 902 |
| inverter | 4 | 15.0 |
| tap | 136 | 170 |
| fill | 1154 | 8510 |
| multi-input combinational | 32 | 723 |
==> path summary, 6_finish.rpt <==
| check | startpoint | to | slack (ns) | cells past startpoint |
|---|---|---|---|---|
| worst max-delay path | A[0] | Result[30] | -4.94 | 35 |
| worst min-delay path | B[0] | Result[0] | 4.65 | 3 |
==> critical path: cells and delay by family <==
family	cells	cell delay (ns)
buffers and inverters	4	0.31
adders and majority gates	31	10.60
==> repair_timing <==
action                     CTS  global route
cloned                       0             0
resized                     69             2
setup endpoints to repair   18            16
hold endpoints to repair     0             0
Power and IR drop assume default switching activity.
